==> flow/design.v <==
`timescale 1ns/10ps
module jkff(input preset, input clear, input clk, input j, input k, output reg q, output qnot);
   assign qnot = ~q;
   always @(clear or preset) begin
      if (!clear) begin
         q <= #40 1'b0;
      end else if (!preset) begin
         q <= #40 1'b1;
      end
   end
   always @(negedge clk) begin
      case ({j, k})
         2'b00: q <= #40 q;
         2'b01: q <= #40 1'b0;
         2'b10: q <= #40 1'b1;
         2'b11: q <= #40 ~q;
      endcase
   end
endmodule
module TTL_7476 (
   input  PRE1, CLR1, CLK1, J1, K1,    
   output Q1, Q1N,
   input  PRE2, CLR2, CLK2, J2, K2,    
   output Q2, Q2N
   );
   jkff jkA (.preset(PRE1), .clear(CLR1), .clk(CLK1), .j(J1), .k(K1), .q(Q1), .qnot(Q1N));
   jkff jkB (.preset(PRE2), .clear(CLR2), .clk(CLK2), .j(J2), .k(K2), .q(Q2), .qnot(Q2N));
endmodule
==> flow/run.sh <==
#!/bin/bash
# OpenROAD 26Q1-2900-gdf79404cd8, Yosys 0.63+post, stock flow scripts
make -C /OpenROAD-flow-scripts/flow DESIGN_CONFIG=/design/flow/config.mk WORK_HOME=/design/flow/orfs finish
==> flow/config.mk <==
export PLATFORM = sky130hd
export DESIGN_NAME = TTL_7476
export DESIGN_NICKNAME = TTL_7476
export VERILOG_FILES = /design/flow/design.v
export SDC_FILE = /design/flow/constraint.sdc
export NUM_CORES = 4
export LEC_CHECK = 1
export CORE_AREA = 10 10 70 70
export DIE_AREA = 0 0 80 80
==> flow/constraint.sdc <==
current_design TTL_7476

set clk_period 1.3
set clk_io_pct 0.2

create_clock -name clk0 -period $clk_period [get_ports {CLK1}]
create_clock -name clk1 -period $clk_period [get_ports {CLK2}]

set non_clock_inputs [all_inputs -no_clocks]
set_input_delay [expr $clk_period * $clk_io_pct] -clock clk0 $non_clock_inputs
set_output_delay [expr $clk_period * $clk_io_pct] -clock clk0 [all_outputs]
==> notes.md <==
Physical implementation

It got as far as 1_2_yosys and failed there. The number of cell instances after yosys synthesis is 14. In the synthesis report, Yosys lists the chip area as 145 um^2. The flow did not finish.

The total number of yosys warnings is 1. The distinct cell type count after synthesis is 6. The first error in the log reads "ERROR: Found 2 problems in 'check -assert'". Once synthesis finished, the tally of register bits stood at 4.
cell usage after synthesis:
cell,instances,area [um^2]
sky130_fd_sc_hd__or2_1,2,12.5
sky130_fd_sc_hd__a21boi_0,2,15.0
sky130_fd_sc_hd__and2_1,2,12.5
sky130_fd_sc_hd__edfxtp_1,2,60.1
sky130_fd_sc_hd__inv_1,4,15.0
sky130_fd_sc_hd__dlxtn_1,2,30.0
kinds of logic after synthesis:
logic type,share of synthesized area [%]
and+or+nand+nor,17.2
latches,20.7
AOI/OAI and AO/OA,10.3
buffers and inverters,10.3
DFF,41.4
